$ cat flow/design.v
`timescale 1ns / 1ps
module numToFrequency(
	input [1:0] num,
	input pressed,
    output [14:0] frequency
    );
	assign frequency =  (num == 0 & pressed) ?  25000:
                        (num == 1 & pressed) ?  12500:
                        (num == 2 & pressed) ?  8333:
                                                6250;
endmodule
$ cat flow/run.sh
#!/bin/bash
# OpenROAD 26Q1-2900-gdf79404cd8, Yosys 0.63+post, stock flow scripts
make -C /OpenROAD-flow-scripts/flow DESIGN_CONFIG=/design/flow/config.mk WORK_HOME=/design/flow/orfs finish
$ cat flow/config.mk
export PLATFORM = sky130hd
export DESIGN_NAME = numToFrequency
export DESIGN_NICKNAME = numToFrequency
export VERILOG_FILES = /design/flow/design.v
export SDC_FILE = /design/flow/constraint.sdc
export NUM_CORES = 4
export LEC_CHECK = 1
export CORE_AREA = 10 10 70 70
export DIE_AREA = 0 0 80 80
$ cat flow/constraint.sdc
current_design numToFrequency

set clk_period 1.0
set clk_io_pct 0.2

create_clock -name clk0 -period $clk_period

set non_clock_inputs [all_inputs -no_clocks]
set_input_delay [expr $clk_period * $clk_io_pct] -clock clk0 $non_clock_inputs
set_output_delay [expr $clk_period * $clk_io_pct] -clock clk0 [all_outputs]
==> Changelog: implementation <==
### Implementation results

* Final RePlAce weighted congestion at 0.721
* Starting Density at roughly 3.2%
* Setup crit start kind: input pin
* Synth Seq Share at 0%
* Commonest Layout Cell: dlygate4sd2_1
* Final antenna-violating net count at 0
* Crit path from: num[0]
* Setup TNS at 0 ns
* CP peak stage delay at roughly 0.21 ns
* Max Cap Viol at 0
* Syn. warnings at 0
* Number of cells in Yosys stat at 19
* Critical Path AT at between 0.7 and 0.8 ns
* Final worst path period need at 0.957 ns
* Syn Area/Cell at 5.80 sq um
* Crit-path cells: buf_8 > nand2b_4 > nor2_1 > dlygate4sd2_1
* Largest net degree at the start of global routing at 8
* Total area of multi-input combinational cells at 100 sq um
* Cell area after synthesis at about 110 sq um
* Layout Utilization at a little under a tenth
* Slowest CP cell: dlygate4sd2_1
* Placed cell count at approximately 76
* Vias per cell at 1.93
* Initial antenna violation count at 0
* Simple-gate share of the synthesized area at around 44%
* Die height at 80 um
* Std-Cell Rows at 21
* Commonest non-fill, non-tap cells in the layout: dlygate4sd2_1, conb_1, buf_8
* Xor/xnor share of the synthesized area at 7.95%
* Share of layout cells above drive strength 1 at 36.7%
* Nature of the critical path endpoint: primary output
* Max Fclk at 1040 MHz
* Flop area at 0 sq um
* CTS Hold Bufs at 0
* Lkg Pwr at 0.147 nW
* Gr ovfl total at 0
* RSZ-0062 raised after global routing: no
* Unique cell types at 10
* Mux frac, synth at 0%
* Finished Layout Cells at ~76
* Setup Slack @ Placement at -0.782 ns
* CP Class: input pin to primary output
* Dpl cell area at ~290 sq um
* Hold Vio Cnt, Final at 0
* Design Area, Final at 314 sq um
* CP Max Fanout at 5
* Log Warnings at 32
* Iter 0 DRT Violations at 0
* Vias in the first global route at 135
* Hold Crit Class: input pin to primary output
* Core box area at between 3000 and 4000 sq um
* Cells after synthesis at 19
* Period Utilization, post-route at around 96%
* VDD IR-drop max at slightly above 0.00003 V
* Flop count at 0
* Yosys aoi share at 0%
* Gr usage total at under 10%
* Drt pass-1 iters at 1
* Tot Pwr at around 0.091 mW
* Critical path buffers and inverters at 2
* Syn-to-layout area delta at 185%
* DRC Markers at 0
* Critical Path RT at roughly 0.80 ns
* # IOs at 18
* Clkbuf count at 0
* Die Size at 6400 sq um
* Chip width at ~80 um
* Hold_ws at around 0.7 ns
* Ant diodes at 0
* Setup ws final at about 0.043 ns
* Wire length per cell at 6.63 um
* First-pass GRT wire length at 662 um
* Number of fillers in the final layout at 400
* Final setup violating endpoints at 0
* Largest delay share family, worst path: buffers and inverters
* Slew Viols, Final at 0
* Synthesis area per yosys at around 110 sq um
* Status: complete, no violations
* Routed via count at between 100 and 150
* DRT Wirelength at a little over 500 um
* PortBufs at 16
* Dominant combinational family: simple AND/OR/NAND/NOR gates
* Pwr dens at a little under 300 nW/um^2
* Setup Buffers After CTS at 0
* Synth Area in Adders at 0%
* Hold_sp: pressed
report_power, final:
group          total, mW  internal (mW)  switching, mW  leakage (nW)
logic             0.0908         0.0583         0.0325         0.147
clock network          0              0              0             0
registers              0              0              0             0
total             0.0908         0.0583         0.0325         0.147
area by class of cell:
| type | count | share of cell area (%) |
|---|---|---|
| timing repair buffer | 16 | 48.6 |
| multi-input combinational | 13 | 31.9 |
| tap | 46 | 18.3 |
| inverter | 1 | 1.20 |
logic make-up after synthesis:
| family | after synthesis |
|---|---|
| xor gates and xnor gates | 1 |
| buffers and inverters | 7 |
| other | 1 |
| and+or+nand+nor | 10 |
layer usage:
metal / up-vias / global-route usage (%) / wire length (um)
met1: 63 / 1.45 / 215
met4: 0 / 0 / 0
met2: 14 / 1.93 / 188
li1: 70 / - / -
met5: - / 0 / 0
met3: 0 / 0.682 / 101
repair_timing:
item                       CTS  global route
resized                     42             3
pin swaps                    4             1
setup endpoints to repair   13             2
synth_stat cells:
cell	number	area, sq um
inv_1	1	3.75
conb_1	1	3.75
xor2_1	1	8.76
and2_1	2	12.5
and3_1	1	6.26
nand2b_1	1	6.26
buf_4	6	45.0
nor2_1	2	7.51
nand3_1	1	5.00
nand2_1	3	11.3
final timing paths:
path	depth (start not counted)	to	slack [ns]
setup / recovery	4	frequency[0]	0.04
hold / removal	3	frequency[2]	0.72
Power is estimated from default activity; no workload was simulated.
