### design/flow/run.sh
#!/bin/bash
# OpenROAD 26Q1-2900-gdf79404cd8, Yosys 0.63+post, stock flow scripts
make -C /OpenROAD-flow-scripts/flow DESIGN_CONFIG=/design/flow/config.mk WORK_HOME=/design/flow/orfs finish
### design/flow/config.mk
export PLATFORM = sky130hd
export DESIGN_NAME = Speaker
export DESIGN_NICKNAME = Speaker
export VERILOG_FILES = /design/flow/design.v
export SDC_FILE = /design/flow/constraint.sdc
export NUM_CORES = 4
export LEC_CHECK = 1
export CORE_AREA = 10 10 91 91
export DIE_AREA = 0 0 101 101
### design/flow/constraint.sdc
current_design Speaker

set clk_period 4.3
set clk_io_pct 0.2

create_clock -name clk0 -period $clk_period [get_ports {clk}]

set non_clock_inputs [all_inputs -no_clocks]
set_input_delay [expr $clk_period * $clk_io_pct] -clock clk0 $non_clock_inputs
set_output_delay [expr $clk_period * $clk_io_pct] -clock clk0 [all_outputs]
### design/flow/design.v
`timescale 1ns / 1ps
module Speaker(
	input clk,
	input play,
	input [14:0] frequency,
	output sound  
    );
    reg snd;
	reg [14:0] conteo;  
	always @(posedge clk)
		begin
			conteo <= conteo + 1;
			if(conteo >= frequency)  
                begin
                    snd <= snd + 1;  
                    conteo <=0;  
                end
		end
    assign sound = play & snd;
endmodule
==> results_tabular.tex <==
% Yosys + OpenROAD metrics
\begin{tabular}{lr}
\hline
Metric & Value \\
\hline
\multicolumn{2}{l}{\textbf{Drt}} \\
Vias post-DR & 929 \\
Via/cell ratio & approximately 4.1 \\
Number of remaining DRC errors & 0 \\
DRC violation total after the first TritonRoute iteration & 54 \\
Final routed wirelength across all metal layers & 2320 um \\
Number of nets with antenna violations after detailed routing & 0 \\
Wirelength per Cell & 10.3 um \\
Diodes inserted & 0 \\
Detailed-router iteration count before antenna repair & 4 \\
\multicolumn{2}{l}{\textbf{Power}} \\
IR Drop Worst-Case VDD & $\sim$0.16 mV \\
Power Internal & about 0.35 mW \\
Share of total power consumed by net switching & between 30\% and 40\% \\
Sw Pwr & $\sim$0.21 mW \\
Proportion of power drawn by flip-flops and latches & about two fifths \\
Static leakage & 0.597 nW \\
Combinational cell fraction of total power & 39.2\% \\
Part of the total power dissipated in the clock network & 20.5\% \\
Power Density & between 300 and 400 nW/um\^{}2 \\
\multicolumn{2}{l}{\textbf{Synth}} \\
Area share of the leading cell type in the synthesized netlist & a little over a quarter \\
Synth flops & 16 \\
Area of the mapped netlist & 1120 sq um \\
Main area contributors after synthesis & dfxtp\_1, ha\_1, a211oi\_1 \\
Synth Instances & 127 \\
Ys Warns & 1 \\
Mean post-synth cell area & 8.80 sq um \\
Synth cell types & 31 \\
Yosys synthesis chip area & 1120 sq um \\
Most area-hungry cell type in the Yosys netlist & dfxtp\_1 \\
Cell count in the Yosys report & 127 \\
Sequential element share of the synthesized area & between 20\% and 30\% \\
\multicolumn{2}{l}{\textbf{Clocking}} \\
Number of instances resized during post-cts repair & 0 \\
Number of clock buffers inserted by TritonCTS & 3 \\
Maximum buffer depth of the clock tree & 2 \\
CTS tree & yes \\
Clock transition at the registers of the reported paths & 60 ps \\
Number of hold-repair buffers added at the cts stage & 0 \\
Max H-tree Level & 1 \\
Clock root buffer & clkbuf\_8 \\
Insertion Delay late pin & approximately 250 ps \\
Post-CTS Setup Bufs & 0 \\
Clk sink count & 16 \\
\multicolumn{2}{l}{\textbf{Min path}} \\
Startpoint of the most critical hold path & conteo[0] \\
Number of instances on the worst hold path & 1 \\
Class of the tightest hold or removal check & register to register \\
Min-Delay Endpoint & conteo[0] \\
\multicolumn{2}{l}{\textbf{Floorplan}} \\
DIE HEIGHT & 101 um \\
FP Util & 17.6\% \\
Area of the core region & 6350 sq um \\
Number of ports placed on the die boundary & 18 \\
Num rows & 29 \\
Die Outline Area & around 10000 sq um \\
Die Span X & 101 um \\
\multicolumn{2}{l}{\textbf{Critical path}} \\
CP Data Required Time & 3440 ps \\
R2R cell count & 6 \\
Crit Path Max Fanout & 1 \\
Worst R2R Start & conteo[5] \\
Cell with the biggest individual delay on the critical path & clkdlybuf4s50\_1 \\
Critical R2R Capture & snd \\
Critical path cell sequence & clkdlybuf4s50\_1 -> and2\_1 -> clkdlybuf4s50\_1 \\
Endpoint kind of the worst setup timing path & primary output \\
Startpoint class of the critical path & input port \\
Slowest Stage Delay on Critical Path & 460 ps \\
Worst Path Class, Setup & input port to primary output \\
Register-to-register path setup slack & 2470 ps \\
Crit-path most repeated cell & clkdlybuf4s50\_1 \\
Arrival time at the worst endpoint & 1880 ps \\
\multicolumn{2}{l}{\textbf{Global routing}} \\
Vias in the first global route & approximately 1000 \\
Total global routing track utilization & approximately 4.8\% \\
First-pass GRT wire length & 4220 um \\
Total grt overflow & 0 \\
Initial antenna violation count & 0 \\
Largest net degree at the start of global routing & 17 \\
\multicolumn{2}{l}{\textbf{Place}} \\
Port buffer count & 17 \\
Placed Instance Area & 1390 sq um \\
Post-Place Worst Slack & 1510 ps \\
Placer's final routability congestion estimate & 0.766 \\
DP Wirelength & 1780 um \\
\multicolumn{2}{l}{\textbf{Flow run}} \\
Tool Warnings & 25 \\
Number of max-capacitance violations reported & 0 \\
\multicolumn{2}{l}{\textbf{Final timing}} \\
Final hold viol count & 0 \\
Slew Limit Headroom & between 70\% and 80\% \\
Clock period minus final worst setup slack & 2740 ps \\
Fin crit share & 63.6\% \\
Pins over their slew limit & 0 \\
Highest Clock Rate & 365 MHz \\
Clock tree skew after final layout & between 7 and 8 ps \\
Worst setup margin & 1560 ps \\
Transition time at the pin with the least slew margin & 328 ps \\
Sum of negative setup slack & 0 ps \\
Final count of negative-setup-slack endpoints & 0 \\
RSZ-0062 raised after global routing & false \\
\multicolumn{2}{l}{\textbf{Finish}} \\
Post-route cell area & 1440 sq um \\
Final core utilization & 22.6\% \\
Most used logic cell in the final layout & inv\_1 \\
Synthesis-to-layout area growth & 28.7\% \\
Share of final-layout standard cells stronger than drive strength 1 & under 10\% \\
Commonest cells after routing, fill and taps aside & inv\_1, clkdlybuf4s50\_1, ha\_1, dfxtp\_1, a211oi\_1 \\
\multicolumn{2}{l}{\textbf{Status}} \\
Status & finished, final reports clean \\
\hline
\end{tabular}
-- kinds of logic (layout without fill, tap and decap cells) --
kind of cell               Yosys count  after routing  share of synthesized area [%]
adders and majority gates           16             16                           17.9
xor gates and xnor gates            10             10                           7.84
DFF                                 16             16                           29.6
buffers and inverters               22             43                           8.85
and+or+nand+nor                     33             33                           16.8
AOI/OAI and AO/OA                   30             30                           19.0
-- per-stage QoR --
step | instances | hold WS [ps] | total power, mW
after floorplan | 127 | 436 | 0.380
after global placement | 221 | 465 | 0.442
after detailed placement | 221 | 466 | 0.444
after CTS | 225 | 475 | 0.563
after global routing | 225 | 520 | 0.608
final | 225 | 473 | 0.557
-- synth_stat cells --
cell,instances
inv_1,18
ha_1,16
dfxtp_1,15
a211oi_1,13
nand2_1,8
a21oi_1,6
xnor2_1,6
nand3_1,5
nand4_1,4
o21ai_0,4
xor2_1,4
or3_1,3
a221oi_1,2
and2_1,2
buf_2,2
nor3_1,2
nor4_1,2
o221ai_1,2
a21o_1,1
a221oi_2,1
and3_1,1
and3_2,1
and4_1,1
bufinv_8,1
clkbuf_1,1
edfxtp_1,1
nand2b_1,1
nand3_2,1
nor2_1,1
o21a_1,1
or3_4,1
-- routing by layer --
| layer | global-route usage, % | up-vias | wire [um] |
|---|---|---|---|
| met3 | 1.04 | 2 | 60 |
| met2 | 9.14 | 5 | 1230 |
| met1 | 5.46 | 414 | 1020 |
| met4 | 0.643 | 0 | 9 |
| met5 | 0 | - | 0 |
| li1 | - | 508 | - |
-- critical path, delay by kind of cell --
kind                   cells  cell delay (ps)
buffers and inverters      2              900
AND/OR/NAND/NOR            1              110
-- state kept, by name, indices dropped and copies added (netlist names) --
signal  cells
conteo     15
snd         1
-- layout make-up --
| class | count | area (sq um) |
|---|---|---|
| Fill cell | 679 | 4910 |
| Inverter | 19 | 85.1 |
| Multi-Input combinational cell | 89 | 688 |
| Clock buffer | 4 | 45.0 |
| Timing Repair Buffer | 20 | 193 |
| Sequential cell | 16 | 330 |
| Tap cell | 77 | 96.3 |
-- power groups by stage --
stage / sequential [mW] / combinational, mW / clock (mW)
CTS: 0.226 / 0.219 / 0.118
global route: 0.232 / 0.251 / 0.125
finish: 0.225 / 0.218 / 0.114
-- worst max path at each step --
| stage | from | to | slack, ps | cells after the start |
|---|---|---|---|---|
| after CTS | play | sound | 1550 | 3 |
| final | play | sound | 1560 | 3 |
| after global routing | play | sound | 1500 | 3 |
Power figures rest on the tool's default switching activity, not on a simulated workload.
