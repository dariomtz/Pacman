$ cat flow/run.sh
#!/bin/bash
# OpenROAD 26Q1-2900-gdf79404cd8, Yosys 0.63+post, stock flow scripts
make -C /OpenROAD-flow-scripts/flow DESIGN_CONFIG=/design/flow/config.mk WORK_HOME=/design/flow/orfs finish
$ cat flow/config.mk
export PLATFORM = sky130hd
export DESIGN_NAME = Display
export DESIGN_NICKNAME = Display
export VERILOG_FILES = /design/flow/design.v
export SDC_FILE = /design/flow/constraint.sdc
export NUM_CORES = 4
export LEC_CHECK = 1
export CORE_AREA = 10 10 98 98
export DIE_AREA = 0 0 108 108
$ cat flow/constraint.sdc
current_design Display

set clk_period 6.1
set clk_io_pct 0.2

create_clock -name clk0 -period $clk_period [get_ports {clk}]

set non_clock_inputs [all_inputs -no_clocks]
set_input_delay [expr $clk_period * $clk_io_pct] -clock clk0 $non_clock_inputs
set_output_delay [expr $clk_period * $clk_io_pct] -clock clk0 [all_outputs]
$ cat flow/design.v
`timescale 1ns / 1ps
module Display(
	input simonTurn,
	input gameOver,
	input clk,
	output [3:0]pos,
	output [6:0] display
    );
	reg [1:0]mux;
	reg toggle;
	reg [16:0]counter1;
	reg [9:0]counter2;
	always @(posedge clk)
	begin
		counter1 <= counter1 + 1;
		if(counter1 == 50000)
			begin
				mux <= mux + 1;
				counter1 <= 0;
				if(counter2 == 1000)
					begin
						toggle <= toggle + 1;
					end
				counter2 <= counter2 + 1;
			end
	end
	assign pos = (mux == 0) ? 14 :
					 (mux == 1) ? 13 :
					 (mux == 2) ? 11 :
									 7  ;
	assign display = (~gameOver & simonTurn & (mux == 0 | mux == 1)) ? 7'b0010010 : 
						  (~gameOver & simonTurn & (mux == 2 | mux == 3)) ? 7'b1111111 : 
						  (~gameOver & ~simonTurn & mux == 0) ? 7'b0010001 :
						  (~gameOver & ~simonTurn & mux == 1) ? 7'b0001000 :
						  (~gameOver & ~simonTurn & mux == 2) ? 7'b1000111 :
						  (~gameOver & ~simonTurn & mux == 3) ? 7'b0001100 :
						  (gameOver & ~toggle & mux == 0) ? 7'b0000110 :
						  (gameOver & ~toggle & mux == 1) ? 7'b1001000 :
						  (gameOver & ~toggle & mux == 2) ? 7'b0001000 :
						  (gameOver & ~toggle & mux == 3) ? 7'b0000010 :
						  (gameOver & toggle & mux == 0) ? 7'b0101111 :
						  (gameOver & toggle & mux == 1) ? 7'b0000110 :
						  (gameOver & toggle & mux == 2) ? 7'b1000001 :
						  (gameOver & toggle & mux == 3) ? 7'b1000000 :
																	  7'b0000000 ;
endmodule
==> flow_metrics.py <==
# Flow results
metrics = {
    "layout": {
        "nFillCells": 788,
        "fin_cells": 283,
        "area_growth_pct": 19.0,
        "drive_gt1_share_pct": 5.52,
    },
    "pwr": {
        "intPower_mw": 0.291,
        "power.density_nw_per_um2": 186,
        "swShare_pct": 19.1,
        "power.switching_mw": 0.0688,
        "vdd_drop_max_v": 0.000131,
        "seqPwrFrac_pct": 57.8,
        "p_leak_nw": 0.742,
        "p_clk_share_pct": 40.0,
        "p_comb_share_pct": 2.2,
    },
    "clock_tree": {
        "cts_setup_buffers": 0,
        "htree_levels": 2,
        "max-clock-path-buffers": 2,
        "cts.sinks": 30,
        "post_cts_resized": 0,
        "numCtsBuffers": 5,
        "insertion_delay_ns": 0.27,
        "cts_tree": "yes",
        "clkSlewWorstSetupHoldPaths_ns": 0.05,
        "clock-root-buffer": "clkbuf_8",
        "hold_buffers": 0,
    },
    "logic_synthesis": {
        "yosys-top-cells-area": "edfxtp_1, dfxtp_1, ha_1",
        "synth_top_area_share_pct": 24.1,
        "yosys.cell_types.count": 36,
        "numSynthFlops": 30,
        "syn_area_per_cell_um2": 9.84,
        "ys_warn_count": 1,
        "syn_inst": 165,
        "syn_area_um2": 1620,
        "ys_cells": 165,
        "synth_area_leader_cell": "edfxtp_1",
        "yosys_area_um2": 1620,
        "ys_seq_share_pct": 45.0,
    },
    "sta": {
        "finalClockSkew_ns": 0.00489,
        "rsz0062_at_grt": "no",
        "final_hold_viol_count": 0,
        "setup_tns_ns": 0,
        "finalClockPeriodUsage_pct": 67.0,
        "tightest_slew_ns": 0.497,
        "setup_ws_ns": 2.01,
        "maxSlewHeadroom_pct": 66.6,
        "clock.fmax_mhz": 245,
        "period_minus_slack_ns": 4.09,
        "maxSlewViolCount": 0,
        "finalSetupViolCount": 0,
    },
    "floorplanning": {
        "pin_count": 14,
        "fp-row-count": 32,
        "die_w_um": 108,
        "dieHeight_um": 108,
        "initCoreUtil_pct": 21.2,
        "die-area_um2": 11700,
        "coreArea_um2": 7650,
    },
    "route": {
        "antenna_cells": 0,
        "wl_per_cell_um": 9.28,
        "drtIter0Drc": 19,
        "first_pass_iters": 5,
        "drc": 0,
        "drt-vias-per-instance": 4.13,
        "drt_wl_total_mm": 2.63,
        "postRouteAntennaNets": 0,
        "via_count": 1169,
    },
    "setup_path": {
        "cp-start-kind": "input pin",
        "cpPeakStageDelay_ns": 0.60,
        "crit_required_ns": 4.88,
        "cp_cell_sequence": "clkdlybuf4s50_1 -> nor4_1 -> nand2_1 -> nand2_1 -> clkdlybuf4s50_1",
        "cp_max_fo": 12,
        "crit_arrival_ns": 2.87,
        "critPathKind": "in2out",
        "endpoint_kind": "output port",
        "crit_slowest_cell": "clkdlybuf4s50_1",
    },
    "hold_path": {
        "hold_path.class": "reg2reg",
    },
    "grt": {
        "overflow": 0,
        "grtUsageTotal_pct": 4.54,
        "grt_antenna_before_repair": 0,
        "grt_pass1_wl_mm": 4.55,
        "grt_pass1_vias": 1074,
        "grt_max_degree": 16,
    },
    "job": {
        "warnings": 32,
        "cap_violations": 0,
    },
    "placement": {
        "placed_cells": 275,
        "dp_hpwl_mm": 1.93,
        "port_buffers": 13,
        "place_congestion": 0.861,
        "dp_slack_ns": 2.05,
    },
    "run_status": {
        "status": "completed",
    },
}
-- layout make-up --
type	count	area (um2)	share of cell area [%]
well taps	102	128	6.61
clock inverters	2	8.76	0.453
clock buffers	6	72.6	3.76
repair buffers	14	138	7.12
multi-input cells	117	810	41.9
inverters	12	45.0	2.33
flip-flops and latches	30	731	37.8
-- cells by family after synthesis --
group                      Yosys count  share of synthesized area, %
and+or+nand+nor                     66                          22.4
DFF                                 30                          45.0
xor gates and xnor gates            21                          11.3
AOI/OAI and AO/OA                   18                          6.94
buffers and inverters               18                          5.09
adders and majority gates           10                          7.71
muxes                                2                          1.54
-- state kept, by name, indices dropped and copies added (netlist names) --
signal and count:
counter1 17, counter2 10, mux 2, toggle 1
-- through the flow --
step | total power, mW | hold WS (ns) | cell area [um2] | util (%)
after detailed placement | 0.220 | 0.474 | 1850 | 24.2
after floorplan | 0.214 | 0.441 | 1620 | -
after global routing | 0.379 | 0.503 | 1930 | 25.3
after CTS | 0.366 | 0.485 | 1930 | 25.3
after global placement | 0.220 | 0.462 | 1850 | 24.2
final | 0.360 | 0.475 | 1930 | 25.3
-- path summary, 6_finish.rpt --
path,cells past startpoint,from,slack (ns),endpoint
worst max-delay path,5,gameOver,2.01,display[5]
worst min-delay path,1,counter1[0]$_SDFF_PP0_,0.48,counter1[0]$_SDFF_PP0_
worst max register to register,6,counter1[0]$_SDFF_PP0_,4.20,toggle$_DFFE_PP_
worst min register to register,1,counter1[0]$_SDFF_PP0_,0.48,counter1[0]$_SDFF_PP0_
-- power groups by stage --
stage	registers, mW	logic, mW	clock network (mW)
after CTS	0.208	0.00781	0.151
final	0.208	0.00782	0.144
after global routing	0.208	0.00848	0.163
-- critical path, delay by kind of cell --
family | cells | cell delay (ns)
buf+inv | 2 | 1.06
simple gates | 3 | 0.59
-- cells in the mapped netlist --
cell and count:
and3_1 5, inv_1 12, nand2b_1 1, o22ai_1 2
nand3b_1 1, edfxtp_1 13, o2111ai_1 1, and4_1 2
nor3_1 2, nand3_1 14, nand2_1 12, buf_6 2
nor4_2 1, a22oi_1 1, clkbuf_1 4, nor4_1 1
or4bb_1 1, nor4bb_1 3, nand4_1 4, nor2b_1 1
o21ai_0 6, o31a_1 1, dfxtp_1 17, mux2_4 1
xnor2_1 10, nor4b_1 1, a21o_1 1, a31oi_1 1
a21oi_1 3, ha_1 10, a211o_1 1, mux2i_1 1
xor2_1 11, o31ai_1 1, nor2_1 16, nor4b_2 1
-- layer usage --
metal	part of all wire, %	track usage, %
met1	50	6.08
met2	41	7.07
met3	8.9	1.75
met4	0.57	0.573
met5	0	0
-- cell usage in the layout (no fill, tap or decap), types with 2 or more instances in the layout --
| cell type | instances |
|---|---|
| a21oi_1 | 3 |
| and3_1 | 5 |
| and4_1 | 2 |
| clkbuf_8 | 5 |
| clkdlybuf4s50_1 | 13 |
| dfxtp_1 | 17 |
| edfxtp_1 | 13 |
| ha_1 | 10 |
| inv_1 | 12 |
| nand2_1 | 12 |
| nand3_1 | 14 |
| nand4_1 | 4 |
| nor2_1 | 16 |
| nor3_1 | 2 |
| nor4bb_1 | 3 |
| o21ai_0 | 6 |
| o22ai_1 | 2 |
| xnor2_1 | 10 |
| xor2_1 | 11 |
No activity file was given, so power comes from the tool's default toggle rates.
